## flow/design.v

```verilog
module encoder_8x3(a,b,v);
input[7:0]a;
output reg[2:0]b;
output reg v;
always @ (*)begin
	v=1;
	b=3'b000;
	case(a)
	8'b00000001:b=3'b000;
	8'b00000010:b=3'b001;
	8'b00000100:b=3'b010;
	8'b00001000:b=3'b011;
	8'b00010000:b=3'b100;
	8'b00100001:b=3'b101;
	8'b01000010:b=3'b110;
	8'b10000100:b=3'b111;
	default:v=0;
endcase
end
endmodule
```

## flow/config.mk

```make
export PLATFORM = sky130hd
export DESIGN_NAME = encoder_8x3
export DESIGN_NICKNAME = encoder_8x3
export VERILOG_FILES = /design/flow/design.v
export SDC_FILE = /design/flow/constraint.sdc
export NUM_CORES = 4
export LEC_CHECK = 1
export CORE_AREA = 10 10 70 70
export DIE_AREA = 0 0 80 80
```

## flow/constraint.sdc

```tcl
current_design encoder_8x3

set clk_period 2.5
set clk_io_pct 0.2

create_clock -name clk0 -period $clk_period

set non_clock_inputs [all_inputs -no_clocks]
set_input_delay [expr $clk_period * $clk_io_pct] -clock clk0 $non_clock_inputs
set_output_delay [expr $clk_period * $clk_io_pct] -clock clk0 [all_outputs]
```

## flow/run.sh

```bash
#!/bin/bash
# OpenROAD 26Q1-2900-gdf79404cd8, Yosys 0.63+post, stock flow scripts
make -C /OpenROAD-flow-scripts/flow DESIGN_CONFIG=/design/flow/config.mk WORK_HOME=/design/flow/orfs finish
```

==> Slide: Implementation Results <==
Flow Results at a Glance

Status
  – Status: finished clean

Place
  – Pre-CTS WS: -0.341 ns
  – Post-DP HPWL: 674 µm
  – Placer Congestion: 0.793
  – IO Port Bufs: 12
  – Dpl cells: 96
  – DP Area: 430 µm²

Final layout
  – Sequential cell area: 0 µm²
  – Fillers: 405
  – Comb area: 225 µm²
  – Clkbuf count: 0
  – Flip-flop and latch count: 0
  – Post-layout util: 14.2%
  – Finished Cell Area: 487 µm²
  – P&R area growth vs syn: 174%
  – Non-Filler Instances: 99
  – Share of cells above drive strength 1: 54.7%

Logic synthesis
  – Synth top cell by count: nor2_1
  – Yosys warning tally: 1
  – Synth Seq Share: 0%
  – Synth Cell Area: 178 µm²
  – Commonest cells post-synth: nor2_1 (5), a21oi_1 (4), nand2_1 (2), o21ai_0 (2)
  – Cells after synthesis: 28
  – Chip Area, Yosys: 178 µm²
  – Synthesized area per cell: 6.35 µm²
  – Yosys Instances: 28
  – Area share, top type: 11.3%
  – Unique cell types: 19
  – Biggest area cells: a21oi_1 (11%), nor2_1 (11%), and4bb_1 (7.0%)
  – Area leader, netlist: a21oi_1

Final timing
  – F_max: 0.414 GHz
  – Minimum clock period: 2.42 ns
  – Slew Limit Fails: 0
  – Final worst path period share: 96.7%
  – Least-Margin Pin Slew: 0.286 ns
  – Final setup viols: 0
  – Final hold violations: 0
  – Final worst slack: 0.0826 ns
  – Setup TNS: 0 ns
  – Slew headroom: 80.8%
  – Hold WS: 1.66 ns

Pwr
  – Power consumption: 0.0552 mW
  – Internal power: 0.0305 mW
  – Pwr Density: 113 mW/mm²
  – Maximum VDD drop: 42.1 µV
  – Sw Share: 44.7%
  – Combinational share of power: 100.0%
  – Pleak: 0.202 nW
  – Sequential power share: 0%
  – Net Sw Power: 0.0247 mW
  – Clock share of power: 0%

Critical path
  – CP endpoint kind: output port
  – Crit-path max cell delay: 0.51 ns
  – Worst Path Max Fanout: 5
  – Worst setup path class: input port to output port
  – Slowest-stage cell, CP: clkdlybuf4s50_1
  – Sequence of cells on the critical path: clkdlybuf4s50_1 > buf_4 > inv_1 > and3_2 > o21ai_0 > a21oi_2 > dlygate4sd2_1
  – Critical path required time: 2.00 ns
  – Crit path launch type: input port
  – WP data arrival: 1.92 ns

Min path
  – Hold Path Cell Cnt: 5
  – Worst min-delay path category: input port to output port

Floorplan
  – Row Count: 21
  – Die Wd: 80 µm
  – I/O pin total: 12
  – Starting Density: 5.20%
  – Core Area: 0.00342 mm²
  – Chip Area: 0.00640 mm²
  – Vert. Die Dim: 80 µm

Drt
  – Metal3 WL: 170 µm
  – DR pass1 iterations: 4
  – Antenna Cells: 0
  – Wirelength per Cell: 8.91 µm
  – Routed via count: 313
  – Iter 0 DRT Violations: 49
  – Remaining antenna violation count: 0
  – Vias/cell: 3.16
  – Max layer used: met3
  – Drt drc: 0
  – Total wire length: 882 µm
  – Met2 wire len: 266 µm
  – Metal-1 WL: 445 µm

Global routing
  – Initial antenna violation count: 0
  – GRT Residual Overflow: 0
  – Number of global-route vias before repair: 297
  – First-pass GRT wire length: 1390 µm
  – Largest net degree at the start of global routing: 7
  – Total GRT Usage: 2.59%

Flow run
  – Max Cap Violations: 0
  – Tool warnings: 32

Clock tree
  – CTS Hold Bufs: 0
-- power by group through the flow --
stage | clock network (mW) | registers, mW | logic, mW
CTS | 0 | 0 | 0.0495
global route | 0 | 0 | 0.0606
finish | 0 | 0 | 0.0552
-- final timing paths --
kind | startpoint | end | slack [ns]
worst max-delay path | a[3] | b[0] | 0.08
worst min-delay path | a[6] | b[0] | 1.66
-- timing repair --
action,CTS,global route
endpoints found under the setup margin,4,2
pin swaps,4,2
setup buffers,2,1
gates resized,18,13
-- cells in the final DEF (no fill, tap or decap) --
cell / synthesis / final
inv_1: 1 / 1
or2_4: 1 / 1
and4bb_1: 1 / 1
dlygate4sd2_1: 0 / 5
a21oi_2: 0 / 3
clkbuf_2: 0 / 2
o21ai_0: 2 / 1
nor2_2: 0 / 1
clkdlybuf4s15_1: 0 / 1
nor4_4: 0 / 1
xnor2_1: 1 / 1
o22ai_2: 0 / 1
nand4b_1: 1 / 1
nand2_1: 2 / 2
buf_2: 0 / 1
and3b_2: 1 / 1
clkdlybuf4s50_1: 0 / 3
nand2b_1: 1 / 1
buf_6: 0 / 1
a32o_2: 0 / 1
a211o_4: 0 / 1
or4_4: 0 / 1
and2_1: 1 / 1
buf_4: 0 / 12
o21ai_2: 0 / 1
a21oi_1: 4 / 1
nor2_1: 5 / 4
a311oi_1: 1 / 1
and3_2: 1 / 1
-- cell type report --
| class | instances | area share [%] |
|---|---|---|
| inverters | 1 | 0.771 |
| repair buffers | 25 | 41.1 |
| multi-input cells | 27 | 46.3 |
| well taps | 46 | 11.8 |
-- layer usage --
layer | vias to the layer above | global-route usage [%]
met5 | - | 0
met4 | 0 | 0
li1 | 159 | -
met1 | 140 | 3.96
met3 | 0 | 1.59
met2 | 14 | 3.05
-- worst max-delay path, delay by kind of cell --
kind	cells	cell delay, ns
compound gates	2	0.28
buf+inv	4	0.96
simple gates	1	0.17
-- logic make-up after synthesis --
| family | synth area share, % |
|---|---|
| xor gates and xnor gates | 4.93 |
| buffers and inverters | 2.11 |
| and+or+nand+nor | 56.4 |
| AOI/OAI and AO/OA | 36.6 |
Power figures rest on the tool's default switching activity, not on a simulated workload.
